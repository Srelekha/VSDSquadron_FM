[/design/flow/run.sh]
#!/bin/bash
# OpenROAD 26Q1-2900-gdf79404cd8, Yosys 0.63+post, stock flow scripts
make -C /OpenROAD-flow-scripts/flow DESIGN_CONFIG=/design/flow/config.mk WORK_HOME=/design/flow/orfs finish
[/design/flow/config.mk]
export PLATFORM = sky130hd
export DESIGN_NAME = uart_tx_8n1
export DESIGN_NICKNAME = uart_tx_8n1
export VERILOG_FILES = /design/flow/design.v
export SDC_FILE = /design/flow/constraint.sdc
export NUM_CORES = 4
export LEC_CHECK = 1
export CORE_AREA = 10 10 96 96
export DIE_AREA = 0 0 106 106
[/design/flow/constraint.sdc]
current_design uart_tx_8n1

set clk_period 4.5
set clk_io_pct 0.2

create_clock -name clk0 -period $clk_period [get_ports {clk}]

set non_clock_inputs [all_inputs -no_clocks]
set_input_delay [expr $clk_period * $clk_io_pct] -clock clk0 $non_clock_inputs
set_output_delay [expr $clk_period * $clk_io_pct] -clock clk0 [all_outputs]
[/design/flow/design.v]
module uart_tx_8n1 (
    clk,         
    txbyte,      
    senddata,    
    txdone,      
    tx,          
    );
    input clk;
    input[7:0] txbyte;
    input senddata;
    output txdone;
    output tx;
    parameter STATE_IDLE=8'd0;
    parameter STATE_STARTTX=8'd1;
    parameter STATE_TXING=8'd2;
    parameter STATE_TXDONE=8'd3;
    reg[7:0] state=8'b0;
    reg[7:0] buf_tx=8'b0;
    reg[7:0] bits_sent=8'b0;
    reg txbit=1'b1;
    reg txdone=1'b0;
    assign tx=txbit;
    always @ (posedge clk) begin
        if (senddata == 1 && state == STATE_IDLE) begin
            state <= STATE_STARTTX;
            buf_tx <= txbyte;
            txdone <= 1'b0;
        end else if (state == STATE_IDLE) begin
            txbit <= 1'b1;
            txdone <= 1'b0;
        end
        if (state == STATE_STARTTX) begin
            txbit <= 1'b0;
            state <= STATE_TXING;
        end
        if (state == STATE_TXING && bits_sent < 8'd8) begin
            txbit <= buf_tx[0];
            buf_tx <= buf_tx>>1;
            bits_sent = bits_sent + 1;
        end else if (state == STATE_TXING) begin
            txbit <= 1'b1;
            bits_sent <= 8'b0;
            state <= STATE_TXDONE;
        end
        if (state == STATE_TXDONE) begin
            txdone <= 1'b1;
            state <= STATE_IDLE;
        end
    end
endmodule
module top (
  output wire led_red  ,  
  output wire led_blue ,  
  output wire led_green ,  
  output wire uarttx ,  
  input wire  hw_clk
);
  wire        int_osc            ;
  reg  [27:0] frequency_counter_i;
    reg clk_9600 = 0;
    reg [31:0] cntr_9600 = 32'b0;
    parameter period_9600 = 625;
uart_tx_8n1 DanUART (.clk (clk_9600), .txbyte("D"), .senddata(frequency_counter_i[24]), .tx(uarttx));
  SB_HFOSC #(.CLKHF_DIV ("0b10")) u_SB_HFOSC ( .CLKHFPU(1'b1), .CLKHFEN(1'b1), .CLKHF(int_osc));
  always @(posedge int_osc) begin
    frequency_counter_i <= frequency_counter_i + 1'b1;
        cntr_9600 <= cntr_9600 + 1;
        if (cntr_9600 == period_9600) begin
            clk_9600 <= ~clk_9600;
            cntr_9600 <= 32'b0;
        end
  end
  SB_RGBA_DRV RGB_DRIVER (
    .RGBLEDEN(1'b1                                            ),
    .RGB0PWM (frequency_counter_i[24]&frequency_counter_i[23] ),
    .RGB1PWM (frequency_counter_i[24]&~frequency_counter_i[23]),
    .RGB2PWM (~frequency_counter_i[24]&frequency_counter_i[23]),
    .CURREN  (1'b1                                            ),
    .RGB0    (led_green                                       ),  
    .RGB1    (led_blue                                        ),
    .RGB2    (led_red                                         )
  );
  defparam RGB_DRIVER.RGB0_CURRENT = "0b000001";
  defparam RGB_DRIVER.RGB1_CURRENT = "0b000001";
  defparam RGB_DRIVER.RGB2_CURRENT = "0b000001";
endmodule
==> run summary <==
status -> finished, final reports clean
Placeable Area -> 7210 um2
drc violations -> 0
critical path fanouts, max -> 7
Die Y -> 106 um
worst-margin pin slew -> 0.572 ns
drt wl/cell -> 8.23 um
fillcell total -> 806
WP data required -> 4.40 ns
GR Overflow Total -> 0
Hold Path Cell Cnt -> 0
RSZ-0062 raised after global routing -> false
Synth Seq Share -> 0.659
first-pass GRT wire length -> 2.75 mm
RR Startpoint -> state[4]
Fin. Hold Viols -> 0
post_cts resized -> 0
Design Area, Final -> 1320 um2
Hold Buf Count CTS -> 0
ys flops -> 26
Top cells by area -> edfxtp_1 (47%), dfxtp_1 (19%), mux2_2 (7.6%)
Hold EP -> state[6]
I/O Pins -> 12
Worst R2R Path Depth -> 4
clk buf depth -> 2
Max Cap Viol -> 0
post-layout util -> 0.182
distinct cell type count of the synthesized netlist -> 22
Gate Count Post-Synth -> 82
crit path DAT -> 2.24 ns
initial antenna violation count -> 0
Floorplan Utilization -> 0.143
Post-Syn Area -> 1030 um2
postcts setup bufs -> 0
Area Overhead vs Synth -> 27.4%
Final ANT Viol Nets -> 0
Syn. warnings -> 1
drt total wl -> 1.56 mm
Tot Pwr -> 457 uW
drt pass-1 iters -> 2
fa+ha+maj area frac -> 0.0121
Power Density -> 347 nW/um2
clk latency late pin -> 0.26 ns
mux frac, synth -> 0.0764
CTS buffer count -> 3
comb area leader -> simple AND/OR/NAND/NOR gates
Setup CP Type -> in2reg
syn avg cell area -> 12.6 um2
Final Max Tran Viols -> 0
Complex Gates by Area -> 0.0424
setup TNS -> 0 ns
Iter 0 DRT Violations -> 24
largest area contributor in the netlist -> edfxtp_1
root buf cell -> clkbuf_8
Yosys chip area -> 1030 um2
number of cell rows -> 31
die width -> 106 um
final setup fails -> 0
Worst slew margin -> 0.617
CTS Sinks -> 26
Final Skew -> 0.00358 ns
H-tree depth -> 1
reg2reg end -> buf_tx[2]
crit start category -> input port
R2R Setup Slk -> 2.45 ns
Leak -> 0.000403 uW
CTS tree -> done
tool warnings -> 25
XOR/XNOR share of the synthesized area -> 0.0255
min-delay worst type -> reg2reg
worst hold start -> state[6]
Top-area cell share -> 0.465
number of I/O port buffers -> 11
vias in the first global route -> 556
antenna diode count -> 0
final period utilization -> 0.520
yosys simple share -> 0.148
# Cells Yosys -> 82
f_max -> 0.427 GHz
CTS clock-pin slew for the worst setup and hold paths -> 0.08 ns
vias per cell -> 3.02
via count -> 573
maximum vdd ir drop -> 0.138 mV
Detailed Place HPWL -> 1.18 mm
Total GRT Usage -> 0.0298
largest net degree at the start of global routing -> 16
die area -> 11,200 um2
CP Capture Type -> flip-flop
dpl cell area -> 1240 um2
layout cell share with drive strength beyond 1 -> 0.132
gp weighted congestion -> 0.786
Tmin final -> 2.34 ns
## routing by layer
layer | wire, um | vias to the layer above | GRT usage | share of wire
met5 | 0 | - | 0 | 0
li1 | - | 302 | - | -
met1 | 775 | 257 | 0.0407 | 0.50
met4 | 29 | 0 | 0.00580 | 0.019
met3 | 108 | 2 | 0.0165 | 0.069
met2 | 650 | 12 | 0.0406 | 0.42
## synth_stat cells
cell and instances:
a311o_1 1, a31oi_1 1, and2_1 2, clkbuf_1 9, conb_1 1, dfxtp_1 10
edfxtp_1 16, ha_1 1, mux2_2 7, nand2_1 7, nand2b_1 1, nand3_1 2
nor2_1 5, nor2b_1 2, nor3_1 2, nor3_4 1, nor3b_1 2, nor4_1 4
o211ai_1 1, o21ai_0 4, xnor2_1 2, xor2_1 1
## area by class of cell
cell class              instances  area [um2]  area share
flip-flops and latches         26         681       0.518
multi-input cells              50         329       0.250
well taps                      99         124      0.0942
repair buffers                 11         110      0.0837
clock buffers                   3        41.3      0.0314
clock inverters                 1        30.0      0.0228
## sequential cells by signal (all words and copies together) (netlist names)
signal	cells
buf_tx	8
state	8
txdone	1
bits_sent	8
txbit	1
## worst max path at each step
| stage | start | end | slack (ns) | cells past startpoint |
|---|---|---|---|---|
| finish | senddata | buf_tx[4] | 2.16 | 4 |
| global route | senddata | buf_tx[1] | 2.05 | 4 |
| CTS | senddata | buf_tx[4] | 2.14 | 4 |
## report_power, final
part / internal, uW / switching (uW) / total (uW)
clock network: 119 / 63.5 / 182
registers: 256 / 1.95 / 258
logic: 11.0 / 5.27 / 16.3
## critical path: stages
cell and delay, ns:
clkdlybuf4s50_1 0.47, nor3b_1 0.31, a31oi_1 0.09, nor2_1 0.47
## logic make-up (layout without fill, tap and decap cells)
group,after synthesis,count (layout)
XOR/XNOR,3,3
adder cells (fa/ha/maj),1,1
AND/OR/NAND/NOR,28,28
multiplexers,7,7
AND-OR/OR-AND,7,7
other,1,4
buffers and inverters,9,15
flip-flops,26,26
## stage by stage
stage	hold WS [ns]	setup WS, ns	std cells
2_1_floorplan	0.406	2.55	85
5_1_grt	0.361	2.05	190
3_3_place_gp	0.340	1.88	186
3_5_place_dp	0.341	1.86	186
4_1_cts	0.356	2.14	190
6_report	0.353	2.16	190
## placed cells by master, fill, tap and decap left out
| cell type | instances |
|---|---|
| a311o_1 | 1 |
| a31oi_1 | 1 |
| and2_1 | 2 |
| bufinv_16 | 1 |
| clkbuf_8 | 3 |
| clkdlybuf4s50_1 | 11 |
| conb_1 | 4 |
| dfxtp_1 | 10 |
| edfxtp_1 | 16 |
| ha_1 | 1 |
| mux2_2 | 7 |
| nand2_1 | 7 |
| nand2b_1 | 1 |
| nand3_1 | 2 |
| nor2_1 | 5 |
| nor2b_1 | 2 |
| nor3_1 | 2 |
| nor3_4 | 1 |
| nor3b_1 | 2 |
| nor4_1 | 4 |
| o211ai_1 | 1 |
| o21ai_0 | 4 |
| xnor2_1 | 2 |
| xor2_1 | 1 |
Power and IR drop assume default switching activity.
